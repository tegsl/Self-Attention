===== flow/config.mk =====
export PLATFORM = sky130hd
export DESIGN_NAME = ctrl_fsm
export DESIGN_NICKNAME = ctrl_fsm
export VERILOG_FILES = /design/flow/design.v
export SDC_FILE = /design/flow/constraint.sdc
export NUM_CORES = 4
export LEC_CHECK = 1
export CORE_AREA = 10 10 74 74
export DIE_AREA = 0 0 84 84

===== flow/constraint.sdc =====
current_design ctrl_fsm

set clk_period 3.2
set clk_io_pct 0.2

create_clock -name clk0 -period $clk_period [get_ports {clk}]

set non_clock_inputs [all_inputs -no_clocks]
set_input_delay [expr $clk_period * $clk_io_pct] -clock clk0 $non_clock_inputs
set_output_delay [expr $clk_period * $clk_io_pct] -clock clk0 [all_outputs]

===== flow/design.v =====
module ctrl_fsm (
    input  logic clk,
    input  logic rst,
    input  logic start,
    input  logic qkv_done,
    input  logic qk_done,
    input  logic softmax_done,
    input  logic attn_done,
    output logic qkv_start,
    output logic qk_start,
    output logic softmax_start,
    output logic attn_start,
    output logic done,
    output logic [2:0] debug_state  
);
    typedef enum logic [2:0] {
        IDLE,
        QKV,
        QK,
        SOFTMAX,
        ATTN,
        DONE
    } state_t;
    state_t curr_state, next_state;
    logic issued_qkv, issued_qk, issued_softmax, issued_attn;
    always_ff @(posedge clk or posedge rst) begin
        if (rst) begin
            curr_state     <= IDLE;
            issued_qkv     <= 0;
            issued_qk      <= 0;
            issued_softmax <= 0;
            issued_attn    <= 0;
        end else begin
            curr_state <= next_state;
            if (curr_state == QKV && next_state == QKV)
                issued_qkv <= 1;
            else if (curr_state == QK && next_state == QK)
                issued_qk <= 1;
            else if (curr_state == SOFTMAX && next_state == SOFTMAX)
                issued_softmax <= 1;
            else if (curr_state == ATTN && next_state == ATTN)
                issued_attn <= 1;
            if (curr_state != next_state) begin
                issued_qkv     <= 0;
                issued_qk      <= 0;
                issued_softmax <= 0;
                issued_attn    <= 0;
            end
        end
    end
    always_comb begin
        qkv_start     = 0;
        qk_start      = 0;
        softmax_start = 0;
        attn_start    = 0;
        done          = 0;
        next_state = curr_state;
        case (curr_state)
            IDLE: begin
                if (start)
                    next_state = QKV;
            end
            QKV: begin
                qkv_start = ~issued_qkv;
                if (qkv_done)
                    next_state = QK;
            end
            QK: begin
                qk_start = ~issued_qk;
                if (qk_done)
                    next_state = SOFTMAX;
            end
            SOFTMAX: begin
                softmax_start = ~issued_softmax;
                if (softmax_done)
                    next_state = ATTN;
            end
            ATTN: begin
                attn_start = ~issued_attn;
                if (attn_done)
                    next_state = DONE;
            end
            DONE: begin
                done = 1;
                next_state = IDLE;
            end
        endcase
    end
    assign debug_state = curr_state;
endmodule

===== flow/run.sh =====
#!/bin/bash
# OpenROAD 26Q1-2900-gdf79404cd8, Yosys 0.63+post, stock flow scripts
make -C /OpenROAD-flow-scripts/flow DESIGN_CONFIG=/design/flow/config.mk WORK_HOME=/design/flow/orfs finish

==> flow_summary.yaml <==
# yosys + openroad results
outcome:
  status: "completed"
power_and_ir_drop:
  vdd_drop_max_mv: 0.195
  switching_share: 0.397
  leakage_nw: 0.279
  pwr-share-comb: 0.465
  power.total_w: 0.000633
  seqPwrFrac: 0.347
  internal_power_w: 0.000382
  p_clk_frac: 0.189
  power.switching_w: 0.000251
  p_per_area_nw_per_um2: 890
drt:
  ant_nets: 0
  drcViolationCount: 0
  drtPass1Iterations: 4
  wl_per_cell_um: 11.5
  initialDrtViolationCount: 43
  vias: 471
  diodes: 0
  avgViaCountPerCell: 3.89
  wirelength_mm: 1.39
worst_setup_path:
  cp-end-kind: "output port"
  max_stage_delay_ns: 0.60
  crit_chain: "inv_2 > nor4_1 > clkdlybuf4s50_1"
  crit_path_top_delay_cell: "dfrtp_1"
  required_ns: 2.56
  crit_path_start_kind: "flip-flop"
  crit_buf_inv: 2
  cp_max_fo: 13
  arrival_ns: 1.88
  path_delay_family: "buffers and inverters"
  crit_type: "reg2out"
logic_synthesis:
  yosysChipArea_um2: 510
  synth.avg_cell_area_um2: 8.96
  yosysTopAreaCell: "dfrtp_1"
  yosysUniqueCellTypes: 30
  synth_flops: 7
  yosys.stat.seqShare: 0.343
  syn_area_um2: 510
  syn_inst: 57
  yosys_warnings: 1
  yosys-top-cells-area: "dfrtp_1 (34%), buf_6 (6.6%), a31oi_1 (4.9%)"
  top_area_frac: 0.343
  ys_cells: 57
grt:
  antenna_found_initial: 0
  grt_pass1_wl_mm: 2.26
  grt_max_degree: 18
  grt_pass1_vias: 458
  grt_overflow_total: 0
  track_usage: 0.0385
sta:
  fmax_mhz: 397
  period_used_share: 0.786
  hold_viol: 0
  min_period_ns: 2.52
  whs_ns: 0.493
  finalMaxSlewViolations: 0
  rsz0062_at_grt: "no"
  tns_ns: 0
  skew_ns: 0.000392
  setup_viol: 0
  worst_pin_slew_ns: 0.509
  relSlewSlack: 0.661
clock_network:
  cts-buffers-inserted: 3
  postCtsSetupRepairBufs: 0
  clk_latency_ns: 0.22
  ctsHoldBuffers: 0
  htreeDepth: 1
  clockRootBuffer: "clkbuf_8"
  clk_pin_slew_ns: 0.04
  post_cts_resized: 0
  cts_tree: "done"
  clockBufferDepth: 2
  clock-sinks: 7
layout:
  logic_area_um2: 262
  fill_cells: 449
  area_growth_pct: 39.2
  flop_area_um2: 175
  drive_gt1_frac: 0.169
die:
  fp.dieW_um: 84
  die_y_um: 84
  chipArea_um2: 7060
  rows: 23
  core_um2: 3970
  io_pins: 15
  core_util_floorplan: 0.129
worst_hold_path:
  hp-class: "reg2reg"
placement:
  place.gp.congestion: 0.838
  portBuffers: 14
  dp_hpwl_mm: 1.15
flow_run:
  maxCapViolCount: 0
  warnings: 25
[state kept, by name (all words and copies together), names as in the netlist]
signal / cells
curr_state: 3
issued_attn: 1
issued_qk: 1
issued_qkv: 1
issued_softmax: 1
[final timing paths]
path / startpoint / depth (start not counted) / slack, ns / end
worst max-delay path: curr_state[1] / 3 / 0.68 / qk_start
worst min-delay path: issued_qkv / 2 / 0.49 / issued_qkv
worst max register to register: curr_state[2] / 3 / 1.71 / curr_state[0]
worst min register to register: issued_qkv / 2 / 0.49 / issued_qkv
max in group asynchronous: rst / 2 / 2.35 / curr_state[2]
min in group asynchronous: rst / 2 / 0.65 / issued_attn
[cell type report]
| type | instances | share of cell area |
|---|---|---|
| multi-input cells | 39 | 0.368 |
| flip-flops and latches | 7 | 0.246 |
| repair buffers | 14 | 0.197 |
| well taps | 50 | 0.0880 |
| clock buffers | 4 | 0.0634 |
| inverters | 7 | 0.0370 |
[metal layers]
layer / wire [um] / track usage
met5: 0 / 0
met4: 44 / 0.0107
met3: 127 / 0.0157
met2: 632 / 0.0620
met1: 586 / 0.0459
[synthesized netlist by cell type (all sizes together)]
library cell and count:
or3 1, mux2 1, clkbuf 1, o2bb2ai 1, a32oi 1, buf 3
dfrtp 7, nor2 4, mux2i 1, nand2 3, nor2b 1, and3 2
a21oi 5, nor4 3, o21ai 4, a221oi 1, and2b 1, a22oi 1
o21a 2, inv 7, a31oi 4, o221ai 1, nor3 1, nand3 1
[power groups by stage]
stage,clock network (W),logic (W),registers [W]
4_1_cts,0.000123,0.000302,0.000219
5_1_grt,0.000130,0.000333,0.000233
6_report,0.000120,0.000294,0.000219
[worst reg2reg max path: cells and delay by family, from the launching register on]
| family | cells | cell delay [ns] |
|---|---|---|
| multiplexers | 1 | 0.41 |
| AND-OR/OR-AND | 2 | 0.30 |
| flip-flops | 1 | 0.63 |
[layout by cell type (no fill, tap or decap), drive strengths merged]
cell type / n
a31oi: 4
clkdlybuf4s50: 14
nand2: 3
a221oi: 1
o21a: 2
and2b: 1
o221ai: 1
nor4: 3
nand3: 1
mux2i: 1
clkbuf: 4
o2bb2ai: 1
inv: 7
o21ai: 4
mux2: 1
nor3: 1
a32oi: 1
dfrtp: 7
nor2: 4
a21oi: 5
or3: 1
nor2b: 1
and3: 2
a22oi: 1
[cells by family after synthesis]
group	synth area share
multiplexers	0.0417
buffers and inverters	0.145
flip-flops	0.343
AND-OR/OR-AND	0.277
AND/OR/NAND/NOR	0.194
[through the flow]
stage / setup WS (ns) / util / area (um^2) / std cells
after floorplan: 1.75 / - / 510 / 57
after global placement: 0.920 / 0.168 / 666 / 117
after detailed placement: 0.946 / 0.168 / 666 / 117
after CTS: 0.684 / 0.179 / 711 / 121
after global routing: 0.525 / 0.179 / 711 / 121
final: 0.684 / 0.179 / 711 / 121
Power is estimated from default activity; no workload was simulated.
